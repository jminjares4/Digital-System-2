[/design/flow/design.v]
`timescale 1ns / 1ps
module Or(
    input Or0, Or1,
    output OrOut
    );
    assign OrOut = Or0 | Or1;
endmodule
module Mux2_1(
    input Mux0, Mux1, Sel,
    output MuxOut  
    );
    assign MuxOut = Sel ? Mux1 : Mux0;
endmodule
module OneBitRegister(
    input D, Clk,
    output reg Q
    );
    always @ (posedge Clk)
        Q <= D;
endmodule
module DFlipFlop(
    input D, Clk, En,
    output reg Q 
    );
    always @ (posedge Clk)
    begin   
        if(En)
        begin 
            Q <= D;
        end
    end
endmodule
module Timer(
    input [3:0]D,
    input Clk, En,
    output T_Out 
    );
    reg T;
    reg [4:0]Time;
    assign T_Out = T;
    always @ (posedge Clk)
    begin
        if(~En)
        begin
            Time = D;
            if(Time == 15)
                Time = 21;
        end
        if(Time == 0)
            T = 1;
        else
        begin
            T = 0;
            Time = Time - 1;
        end
    end
endmodule
module Decoder(
	input [1:0] DecIn,
	output reg [3:0] DecOut
	);
	always @ (DecIn)
	case(DecIn)
	2'b00 : DecOut <= 4'b0001; 
	2'b01 :	DecOut <= 4'b0010;
	2'b10 :	DecOut <= 4'b0100;
	2'b11 :	DecOut <= 4'b1000;
	endcase
endmodule
[/design/flow/run.sh]
#!/bin/bash
# OpenROAD 26Q1-2900-gdf79404cd8, Yosys 0.63+post, stock flow scripts
make -C /OpenROAD-flow-scripts/flow DESIGN_CONFIG=/design/flow/config.mk WORK_HOME=/design/flow/orfs finish
[/design/flow/config.mk]
export PLATFORM = sky130hd
export DESIGN_NAME = Timer
export DESIGN_NICKNAME = Timer
export VERILOG_FILES = /design/flow/design.v
export SDC_FILE = /design/flow/constraint.sdc
export NUM_CORES = 4
export LEC_CHECK = 1
export CORE_AREA = 10 10 70 70
export DIE_AREA = 0 0 80 80
[/design/flow/constraint.sdc]
current_design Timer

set clk_period 3.4
set clk_io_pct 0.2

create_clock -name clk0 -period $clk_period [get_ports {Clk}]

set non_clock_inputs [all_inputs -no_clocks]
set_input_delay [expr $clk_period * $clk_io_pct] -clock clk0 $non_clock_inputs
set_output_delay [expr $clk_period * $clk_io_pct] -clock clk0 [all_outputs]
==> CHANGELOG.md <==
### Changed

* Run status: finished clean
* Cell class contributing the biggest share of worst-path delay: buffers and inverters
* End of the critical path: Time[4]
* Required @ worst endpoint at roughly 3600 ps
* Clock tree from TritonCTS: done
* Number of buffers between clock root and the deepest sink at 2
* Maximum clock rate at roughly 430 MHz
* Leakage power at about 0.19 nW
* Sum of internal, switching and leakage power at around 0.23 mW
* Number of clock sinks seen by CTS at 6
* Fraction of layout instances using a drive strength above 1 at 28.57%
* Tool Warnings at 25
* Fraction of registers with async set or reset after synthesis at 0%
* Vert. Die Dim at roughly 80 microns
* Placed Instance Area at about 470 sq um
* Number of cells on the worst reg-to-reg path at 5
* Reg2Reg Launch Point: Time[1]
* Core Area at around 0.0034 sq mm
* Top cell types by occurrence after synthesis: 6 x dfxtp_1, 3 x mux2i_1
* Yosys chip area at ~360 sq um
* Synth warnings at 1
* Worst Max-Slew Pin Slew at ~460 ps
* Max-slew violation count at 0
* Worst Path Max Fanout at 11
* RePlAce Congestion at 0.7767
* Max transition margin at slightly below 70%
* Port bufs at 6
* Total wirelength of the detailed-routed design at between 700 and 800 microns
* Final instance area at approximately 490 sq um
* Area share, top type at 33.10%
* IO Pins at 7
* Crit path DAT at roughly 2500 ps
* Setup repair after global routing missed its margin: no
* Kind of end point of the critical path: flip-flop
* Count of hold buffers inserted by post-cts repair at 0
* Via count at around 280
* Ranking of synthesized cells by area: dfxtp_1 33%, mux2i_1 8.3%, mux2i_2 7.6%
* Total number of H-tree levels at 1
* Pin count of the biggest net entering global routing at 12
* Worst slack at placement at roughly 820 ps
* Routed len/inst at approximately 8.1 microns
* Total setup violations reported at the end of the flow at 0
* Total iterations of the first detailed-routing run at 2
* Crit path depth at 6
* Crit-path cells: clkdlybuf4s50_1, and4b_1, or2_2, ha_1, nand3_1, mux2i_1
* Post-route clock skew at 3.110 ps
* Number of nets with antenna violations after detailed routing at 0
* Distinct lib cells used at 22
* Cell type with the largest total area after synthesis: dfxtp_1
* Crit Path Class: input pin to flip-flop
* Average cell area after synthesis at roughly 11 sq um
* First-pass GRT wire length at around 1200 microns
* Post-Syn Area at between 300 and 400 sq um
* Total congestion overflow after global routing at 0
* Post-DP HPWL at approximately 580 microns
* Total power per unit cell area at about 480 mW/mm^2
* Gr usage total at 2.254%
* Top sig layer: met4
* Register area share after synthesis at 33.10%
* Number of antenna violations at the first check in global routing at 0
* CTS root buf: clkbuf_4
* Class of the tightest hold or removal check: flip-flop to flip-flop
* ANT cells at 0
* Predominant post-synthesis flop cell: dfxtp_1
* Number of enable flip-flop cells at 0
* Inserted Clock Buffers at 3
* Nature of the critical path startpoint: input pin
* Met2 wirelength from detailed routing at between 200 and 300 microns
* Die boundary width at roughly 80 microns
* Register bit count reported by yosys at 6
* DRC violations left at 0
* Reg-to-reg setup timing slack at 2140 ps
* Routed wl met3 at 28 microns
* Maximum vdd ir drop at 0.1268 mV
* Min Tclk post-route at about 2300 ps
* Post-CTS setup repair buffer count at 0
* Number of DRC markers after the initial detailed-route iteration at 8
* Buffer-and-inverter tally for the worst setup path at 1
* Standard-cell rows at 21
* Synthesized instance count at 34
* Max stage delay on crit path at between 700 and 800 ps
* Die footprint at approximately 0.0064 sq mm
* Worst setup path startpoint: En
* Post-route met1 wirelength at about 370 microns
* Leading cell type by number of instances after synthesis: dfxtp_1
* FP Util at between 10% and 20%
* Fin crit share at ~69%
* Area growth from synthesis to final layout at 35.52%
* Highest-delay cell along the critical path: clkdlybuf4s50_1
* Post-route setup TNS at 0 ps
* Worst R2R End: Time[4]
* Number of cells in Yosys stat at 34
* PnR worst setup slack at roughly 1100 ps
* Number of global-route vias before repair at around 250
* Total of max-cap violations at 0
* Source-to-sink clock delay at the later pin of the worst-skew pair at between 200 and 250 ps
* Hold Vio Cnt, Final at 0
* Post-detailed-route via-to-cell ratio at approximately 3.2
* Post-cts gate resize count at 0
* Register clock-pin slew on the reported worst setup and hold paths at roughly 40 ps
tightest hold or removal path, delay by kind of cell, from the launching register on:
kind,cells,cell delay (ps)
compound gates,1,100
flops,1,330
mux,1,130
cells in the final DEF (no fill, tap or decap):
master / synthesis / final
ha_1: 1 / 1
nor3b_2: 1 / 1
or2_2: 1 / 1
nor2_2: 1 / 1
o211ai_1: 1 / 1
nand3_1: 2 / 2
nor2_1: 1 / 1
o22ai_2: 1 / 1
clkdlybuf4s50_1: 0 / 6
clkbuf_4: 0 / 3
nand2_1: 2 / 2
nor2b_1: 2 / 2
dfxtp_1: 6 / 6
nand2b_4: 1 / 1
and4b_1: 1 / 1
o2bb2a_4: 1 / 1
o21ai_1: 2 / 2
a22oi_2: 1 / 1
nor3_1: 1 / 1
nand2b_1: 1 / 1
mux2i_2: 2 / 2
o21ai_0: 1 / 1
mux2i_1: 3 / 3
per-layer routing:
metal | GRT usage, % | up-vias
li1 | - | 144
met1 | 3.356 | 133
met2 | 2.729 | 2
met3 | 0.9091 | 2
met4 | 0.8803 | 0
met5 | 0 | -
kinds of logic (layout without fill, tap and decap cells):
kind of cell | after synthesis | count (layout) | synth area share, %
DFF | 6 | 6 | 33.10
muxes | 5 | 5 | 15.86
AOI/OAI and AO/OA | 7 | 7 | 18.62
and+or+nand+nor | 14 | 14 | 25.86
adders and majority gates | 1 | 1 | 3.448
buffers and inverters | 1 | 9 | 3.103
through the flow:
stage / instances / util, % / hold slack [ps]
after floorplan: 34 / - / 552.6
after global placement: 85 / 13.74 / 582.3
after detailed placement: 85 / 13.74 / 595.7
after CTS: 88 / 14.40 / 610.1
after global routing: 88 / 14.40 / 626.9
final: 88 / 14.40 / 605.0
area by class of cell:
type                       instances  area, sq um
clock buffer                       3        22.52
fill                             396         2924
multi-input combinational         27        231.5
timing repair buffer               6        60.06
sequential                         6        120.1
tap                               46        57.56
report_power, final:
part           internal (mW)  switching [mW]
Clock                 0.0396          0.0209
Sequential            0.0901          0.0111
Combinational         0.0394          0.0335
Total                  0.169          0.0655
flip-flops by register name (all words and copies together), names as in the netlist:
register	flops
T	1
Time	5
how the worst min path moves through the flow:
stage / cells past startpoint / slack (ps) / from / to
after CTS: 2 / 610 / Time[3] / Time[3]
after global routing: 2 / 630 / Time[3] / Time[3]
final: 2 / 610 / Time[3] / Time[3]
No activity file was given, so power comes from the tool's default toggle rates.
