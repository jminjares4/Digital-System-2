==> flow/design.v <==
`timescale 1ns / 1ps
module ALU(
input [7:0] A,B,
input [2:0] Sel,
input Cin,
output reg [7:0] Out,
output Cout);
always @(Sel, Cin)
begin
    if(Sel == 3'b000)
    begin
        if(Cin == 0)
            Out = A;
        else
            Out = A + 1'b1;
    end
    else if( Sel == 3'b001)
    begin
        if(Cin == 0)
            Out = A + B;
        else 
            Out = A + B + 1'b1;
    end
    else if(Sel == 3'b010)
    begin
        if(Cin == 0)
            Out = A + ~B;
        else
            Out = A + ~B + 1'b1;
    end
    else if(Sel == 3'b011)
    begin
        if(Cin == 0)
            Out = A;
        else
            Out = A - 1;
    end
    else if(Sel == 3'b100)
    begin
        Out = A ^ B;
    end
    else if(Sel == 3'b101)
    begin
        Out = A | B;
    end
    else if(Sel == 3'b110)
    begin
        Out = ~( A ^ B );
    end
    else if(Sel == 3'b111)
    begin
        Out = A & B;
    end
end
endmodule
==> flow/run.sh <==
#!/bin/bash
# OpenROAD 26Q1-2900-gdf79404cd8, Yosys 0.63+post, stock flow scripts
make -C /OpenROAD-flow-scripts/flow DESIGN_CONFIG=/design/flow/config.mk WORK_HOME=/design/flow/orfs finish
==> flow/config.mk <==
export PLATFORM = sky130hd
export DESIGN_NAME = ALU
export DESIGN_NICKNAME = ALU
export VERILOG_FILES = /design/flow/design.v
export SDC_FILE = /design/flow/constraint.sdc
export NUM_CORES = 4
export LEC_CHECK = 1
export CORE_AREA = 10 10 112 112
export DIE_AREA = 0 0 122 122
==> flow/constraint.sdc <==
current_design ALU

set clk_period 7.7
set clk_io_pct 0.2

create_clock -name clk0 -period $clk_period

set non_clock_inputs [all_inputs -no_clocks]
set_input_delay [expr $clk_period * $clk_io_pct] -clock clk0 $non_clock_inputs
set_output_delay [expr $clk_period * $clk_io_pct] -clock clk0 [all_outputs]
==> metrics.csv <==
metric;value;unit
antenna-diode-count;0;
globalplace.congestion;0.9994;
cts_setup_buffers;0;
numSynthFlops;8;
yosys.cell_types.count;63;
hold_viol;0;
slew_violations;0;
grt_max_degree;34;
fp_util;21.28;%
cp-endpoint;Out[7];
netlist_instances;310;
cp-start-kind;input port;
powerDensity;66.44;mW/mm^2
wl;6054;um
n_fill_cell;1094;
ys_chip_area;0.002177;sq mm
drc;0;
untimed_endpoints;8;
intPower;79.29;uW
vias;2150;
swShare;53.86;%
core_region_area;0.01023;sq mm
edf_count;0;
p_clk_share;0;%
unclocked_pins;8;
synth_area;0.002177;sq mm
grt-ovfl-total;0;
critPathCaptureType;primary output;
dr.pass1.iters;4;
tightestPinTransition;865.6;ps
cts_hold_buf;0;
switchingPower;92.54;uW
io_pins;29;
seqPwrFrac;4.1;%
period_used_share;91.97;%
die_h;122;um
rows;37;
io_buffers;28;
cp_data_required_time;6160;ps
ys_warn_count;2;
die_w;122;um
critPathLaunch;A[2];
dr.first_iter.drc_count;81;
ant_nets;0;
grt_use_total;7.819;%
via_per_inst;4.614;
avgSynthCellArea;7.023;sq um
max_cap_viol_count;0;
warnings;48;
largest_reg_flops;8;
cp_max_fo;12;
post-route-min-period;7082;ps
rsz0062_at_grt;no;
combPwrFrac;95.9;%
yosys-stat-cells;310;
layout-drive-gt1-share;5.455;%
status;finished clean;
p_leak;1.045;nW
hpwl;5054;um
tns;0;ps
grt_pass1_wl;9632;um
cts_resized;0;
ys_async_sr_fraction;0;%
area_delta_synth_final;18.79;%
crit_type;in2out;
grt_pass1_vias;1977;
chip_area;0.01488;sq mm
setup_violations;0;
antenna_found_initial;0;
crit_arrival;5540;ps
ir_drop;12.71;uV
wl_per_cell;12.99;um
max_freq;141.2;MHz
ff_type;dlxtn_1;
maxSlewHeadroom;41.76;%
cells in the final DEF, fill, tap and decap left out, types with 9 or more instances in the layout:
| cell | instances |
|---|---|
| nor2_1 | 27 |
| clkdlybuf4s50_1 | 28 |
| nand2_1 | 20 |
| xor2_1 | 10 |
| ha_1 | 27 |
| a21oi_1 | 20 |
| o22ai_1 | 12 |
| inv_1 | 24 |
| xnor2_1 | 20 |
| o21ai_0 | 21 |
| conb_1 | 9 |
cells in the mapped netlist, types with 2 or more instances:
cell type	number	area share, %
or3b_2	2	0.80
or3_1	2	0.57
xnor2_1	20	8.0
buf_4	2	0.69
buf_2	2	0.46
nor2b_1	5	1.4
or2_2	3	0.86
nor2_1	27	4.7
nand2b_1	4	1.1
mux2i_1	4	1.8
xor2_1	10	4.0
o31ai_1	2	0.69
and4_1	3	1.2
nor4_1	3	0.86
ha_1	27	16
fa_1	2	1.8
o21a_1	2	0.69
nand3_1	8	1.8
nor3_1	7	1.6
o211ai_1	6	2.1
a21oi_1	20	4.6
nor4b_1	2	0.80
o22ai_1	12	3.4
a211oi_1	5	1.7
dlxtn_1	8	5.5
nand4_1	5	1.4
and3_1	3	0.86
mux4_2	2	2.1
nand2_1	20	3.4
a21o_1	3	1.0
a311oi_1	2	0.80
o21ai_0	21	4.8
clkbuf_1	11	1.9
nor3b_1	3	1.0
inv_1	24	4.1
cell families after synthesis:
kind of cell	share of synthesized area, %
and+or+nand+nor	26.32
AOI/OAI and AO/OA	26.38
buffers and inverters	8.275
xor gates and xnor gates	12.07
adders and majority gates	17.36
latches	5.517
muxes	3.908
other	0.1722
per-stage QoR:
step	cell area, sq um	instances	power, mW	setup slack, ps	utilization, %
after floorplan	2207	318	0.1248	2176	-
after global placement	2586	466	0.1690	658.8	25.28
after detailed placement	2586	466	0.1708	599.9	25.28
after CTS	2586	466	0.1714	595.1	25.28
after global routing	2586	466	0.1910	346.8	25.28
final	2586	466	0.1718	618.4	25.28
cell type report:
type | instances | area [sq um] | share of cell area [%]
inverters | 25 | 93.84 | 3.628
multi-input cells | 267 | 1907 | 73.73
flip-flops and latches | 8 | 120.1 | 4.644
well taps | 136 | 170.2 | 6.580
repair buffers | 30 | 295.3 | 11.42
worst max-delay path, cell delays in order:
cell and delay (ps):
clkdlybuf4s50_1 780, inv_1 150, ha_1 490, nor3_1 470, nor3_1 110, xnor2_1 490, o2111ai_2 210, and3_1 210
o32ai_1 270, dlxtn_1 360, clkdlybuf4s50_1 450
routing by layer:
| layer | track usage [%] | up-vias | routed length (um) |
|---|---|---|---|
| met5 | 0 | - | 0 |
| met4 | 0.8197 | 0 | 55 |
| met3 | 0.7981 | 4 | 337 |
| met2 | 14.00 | 46 | 2949 |
| met1 | 10.19 | 956 | 2712 |
| li1 | - | 1144 | - |
power groups by stage:
stage,clock (mW),sequential [mW],combinational (mW)
4_1_cts,0,0.00700,0.164
5_1_grt,0,0.00722,0.184
6_report,0,0.00697,0.165
No activity file was given, so power comes from the tool's default toggle rates.
